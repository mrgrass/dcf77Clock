$ cat /design/flow/constraint.sdc
current_design Module_LoopRegister_80_bit

set clk_period 6.0
set clk_io_pct 0.2

create_clock -name clk0 -period $clk_period [get_ports {clk_loop}]
create_clock -name clk1 -period $clk_period [get_ports {qzt_clk}]

set non_clock_inputs [all_inputs -no_clocks]
set_input_delay [expr $clk_period * $clk_io_pct] -clock clk0 $non_clock_inputs
set_output_delay [expr $clk_period * $clk_io_pct] -clock clk0 [all_outputs]
$ cat /design/flow/config.mk
export PLATFORM = sky130hd
export DESIGN_NAME = Module_LoopRegister_80_bit
export DESIGN_NICKNAME = Module_LoopRegister_80_bit
export VERILOG_FILES = /design/flow/design.v
export SDC_FILE = /design/flow/constraint.sdc
export NUM_CORES = 4
export LEC_CHECK = 1
export CORE_UTILIZATION = 50
$ cat /design/flow/run.sh
#!/bin/bash
# OpenROAD 26Q1-2900-gdf79404cd8, Yosys 0.63+post, stock flow scripts
make -C /OpenROAD-flow-scripts/flow DESIGN_CONFIG=/design/flow/config.mk WORK_HOME=/design/flow/orfs finish
$ cat /design/flow/design.v
module	Module_LoopRegister_80_bit	(	qzt_clk,
													clk_loop,
													flag_load,
													parallelInput,
													enable_loop,
													loop_index,
													display_buffer);
input				qzt_clk;
input				clk_loop;
input	[47:0]	parallelInput;
input				flag_load;
input				enable_loop;
output [15:0]	display_buffer;
output [5:0]	loop_index;
reg [79:0]		register;
reg [15:0]		display_buffer;
reg [5:0]		loop_index;
reg [5:0]		counter0;
always @(posedge clk_loop) begin
	if (loop_index==5'b10100) loop_index=1;
	else loop_index=loop_index+1;
end
always @(posedge qzt_clk) begin
	if (flag_load) begin
			register[79:72]=8'b10101010;	   			 
			register[71:64]=parallelInput[23:16];  	 
			register[63:56]=parallelInput[15:8];  		 
			register[55:48]=parallelInput[7:0];  		 
			register[47:36]=12'b101010101010;	   	 
			register[35:28]=parallelInput[31:24];  	 
			register[27:24]=4'b1011;  						 
			register[23:16]=parallelInput[39:32];  	 
			register[15:12]=4'b1011;  						 
			register[11:4]=parallelInput[47:40]; 	 	 
			register[3:0]=4'b1010;	 					   
			counter0 = 0;
	end else begin
			if (enable_loop) begin
					if (counter0 < loop_index) begin   
						counter0 = counter0 + 1;
						register[79:0]={register[75:0],register[79:76]};
					end else display_buffer[15:0]=register[79:64];
			end else display_buffer[15:0]=register[71:56];
	end
end
endmodule
==> results.txt <==
Item: results of the latest flow run.

- The flow ran to the end, but the final reports show violations.
- The final reports fail on design-rule violations.
- Hold repair after CTS inserted 0 buffers.
- The initial antenna violation count is 0.
- The final max-slew violation count recorded for this run is 0.
- The number of standard-cell rows in the floorplan is 34.
- The count of warning messages emitted by the tools is 28.
- The post-detailed-routing wire length is between 8000 and 9000 um.
- The signal arrival time at the worst endpoint is just under 4000 ps.
- The headroom to the max-slew limit is 49.4%.
- The region available for standard cell placement spans roughly 9000 um^2.
- The number of distinct standard cells referenced by the synthesized netlist is 30.
- In this run, post-CTS repair resized a total of 0 instances.
- Of all flip-flops after synthesis, the portion carrying an async set or reset was 0%.
- The portion of total power attributed to the clock network is 32.3%.
- The number of iterations in the first detailed-routing pass is about 45.
- The initial utilization of the core area, before any placement, comes to between 50% and 60%.
- The commonest register cell after synthesis is sky130_fd_sc_hd__edfxtp_1.
- The number of top-level pins is between 70 and 80.
- The final timing report counts setup violations totalling 0.
- The post-synthesis cell count is 455.
- The fraction of the yosys area taken by sequential cells is 61.0%.
- Entering global routing, the biggest net connects 70 pins.
- The number of placed cells counting well taps is 609.
- After floorplanning, the die was sized to cover 9570 um^2.
- The flow reported a cell area power density of approximately 270 nW/um^2.
- Ranking logic cells in the layout by count gives the top entries 166 x sky130_fd_sc_hd__nand2_1, 71 x sky130_fd_sc_hd__clkdlybuf4s50_1, 64 x sky130_fd_sc_hd__edfxtp_1.
- The worst setup path is captured at a flop.
- The ratio of routed vias to standard cells is between 5 and 6.
- The synthesis warning total is 1.
- The register bit count reported by yosys is 108.
- The critical path startpoint category is a primary input.
- The largest voltage drop on the vdd net is 0.165 mV.
- The net switching power is 0.336 mW.
- Detailed routing inserted a total of 3221 vias.
- The setup slack of the critical path after layout is between 2000 and 2500 ps.
- The critical setup path kind is primary input to flop.
- The class of the tightest hold or removal check is flop to flop.
- The yosys stat chip area is 4590 um^2.
- Max fanout on the critical path was recorded as ~47.
- The global placer's final weighted congestion is 0.782.
- The utilization of the core after routing is 63.2%.
- The data required time of the critical path is 6220 ps.
- Setup repair after global routing left no endpoint under its margin.
- The static leakage is 2.10 nW.
- Per the log, the first TritonRoute iteration ended with a DRC count of 136.
- The internal power of the cells totals 1.16 mW.
- The post-synthesis average cell area is 10.1 um^2.
- Per the run report, area growth between synthesis and finish was 21.2%.
- The final hold violation count recorded for this run is 0.
- Leaving out fill and tap cells, the most frequent cell in the layout is sky130_fd_sc_hd__nand2_1.
- The number of clock sinks is 108.
- The wire length of the first global-routing pass is between 10000 and 15000 um.
- Per report_power, the combinational group accounts for 9.6% of the total.
- The number of enable-type register cells in the synthesized netlist is 64.
- The count of cells in the finished layout, fillers not included, comes to 628.
- In this run the remaining antenna-violating nets after routing total 0.
- In the global route stage, overall resource usage came out at 19.5%.
- The setup clock skew after layout is 13.0 ps.
- For this run the aggregate overflow at the end of global routing stands at 0.
- The run reported a max-capacitance violation count of 0.
- The total negative setup slack is 0 ps.
- For this run, the script counts the antenna cells in the layout as 0.
- The script computed the net switching share of total power as 22.5%.
- Timing analysis after detailed placement gives a worst setup slack of 1890 ps.
- The routed length per placed instance is 13.2 um.
- The half-perimeter wire length after placement is 5170 um.
- The height of the die is between 90 and 100 um.
- The number of setup buffers added after CTS is 0.
- In the routed design, unresolved DRC markers number 16.
- The number of global-route vias before repair is roughly 3000.
- Looking at the worst setup and hold paths, the clock pins of their registers show a slew of approximately 100 ps.
- The share of total power dissipated in sequential elements is 58.1%.
- Per the final layout report, the fraction of cells sized above drive strength 1 comes to under 10%.
- The cell total in the yosys stat output is about 460.
- The post-synthesis instance area is 4590 um^2.
- The actual slew at the worst max-slew pin is 752 ps.
- The clock tree from TritonCTS is built.
- The die width is 97.8 um.
- The count of buffers added on input and output ports is 72.
[synthesized netlist by cell type, types with 6 or more instances]
master,n,area share [%]
sky130_fd_sc_hd__a21oi_1,19,2.1
sky130_fd_sc_hd__buf_2,6,0.65
sky130_fd_sc_hd__buf_4,9,1.5
sky130_fd_sc_hd__clkbuf_1,15,1.2
sky130_fd_sc_hd__dfxtp_1,44,19
sky130_fd_sc_hd__edfxtp_1,64,42
sky130_fd_sc_hd__ha_1,8,2.2
sky130_fd_sc_hd__inv_1,9,0.74
sky130_fd_sc_hd__mux2_2,17,4.2
sky130_fd_sc_hd__nand2_1,166,14
sky130_fd_sc_hd__nand3b_1,18,2.9
sky130_fd_sc_hd__o21ai_1,47,5.1
[metal layers]
| metal | vias up | routed length [um] | global-route usage (%) | part of all wire (%) |
|---|---|---|---|---|
| met5 | - | 0 | 0 | 0 |
| met4 | 0 | 59 | 2.56 | 0.71 |
| met3 | 5 | 492 | 4.07 | 5.9 |
| met2 | 78 | 3630 | 27.0 | 44 |
| met1 | 1483 | 4130 | 35.9 | 50 |
| li1 | 1655 | - | - | - |
[final cells by class]
cell class,count,area (um^2)
Fill cell,694,3240
Tap cell,108,135
Inverter,9,33.8
Timing Repair Buffer,76,748
Sequential cell,108,2800
Clock inverter,5,60.1
Clock buffer,14,173
Multi-Input combinational cell,308,1610
[critical path, stage by stage]
cell                              delay [ps]
sky130_fd_sc_hd__clkdlybuf4s50_1         940
sky130_fd_sc_hd__o2111a_2                370
sky130_fd_sc_hd__o21a_2                  610
sky130_fd_sc_hd__buf_4                   530
sky130_fd_sc_hd__nand2_1                 150
sky130_fd_sc_hd__o21ai_1                 140
[final timing paths]
path | from | end | slack [ps] | cells after the start
setup / recovery | enable_loop | register[6] | 2270 | 6
hold / removal | register[26] | register[26] | 460 | 2
setup reg to reg | counter0[3] | register[6] | 3360 | 7
hold reg to reg | register[26] | register[26] | 460 | 2
max in group clk0 | display_buffer[3] | display_buffer[3] | 3630 | 1
min in group clk0 | loop_index[5] | loop_index[5] | 540 | 2
[sequential cells by signal, summed over array words and instances, names as in the netlist]
register and flops:
display_buffer 16, register 80, loop_index 6, counter0 6
[cells by family (layout without fill, tap and decap cells)]
group,count (synthesis),count (layout),share of synthesized area (%)
AND-OR/OR-AND,74,74,8.50
multiplexers,17,17,4.17
adder cells (fa/ha/maj),8,8,2.18
XOR/XNOR,5,5,0.954
AND/OR/NAND/NOR,204,204,19.1
flip-flops,108,108,61.0
buffers and inverters,39,104,4.09
[power by group through the flow]
stage | sequential [mW] | clock (mW) | combinational, mW
global route | 0.872 | 0.524 | 0.163
CTS | 0.867 | 0.495 | 0.146
finish | 0.867 | 0.482 | 0.144
[per-stage QoR]
stage / total power [mW] / area, um^2 / hold slack, ps
6_report: 1.49 / 5570 / 460
4_1_cts: 1.51 / 5570 / 462
5_1_grt: 1.56 / 5570 / 480
3_3_place_gp: 1.03 / 5330 / 438
3_5_place_dp: 1.03 / 5330 / 448
2_1_floorplan: 0.962 / 4590 / 432
Power and IR drop assume default switching activity.
